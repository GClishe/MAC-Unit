===== config.mk =====
export PLATFORM = sky130hd
export DESIGN_NAME = uart_tx
export DESIGN_NICKNAME = uart_tx
export VERILOG_FILES = /design/flow/design.v
export SDC_FILE = /design/flow/constraint.sdc
export NUM_CORES = 4
export LEC_CHECK = 1
export CORE_AREA = 10 10 113 113
export DIE_AREA = 0 0 123 123

===== design.v =====
`timescale 1ns/1ps
module uart_tx #(
    parameter int unsigned CLKS_PER_BIT = 868        
)(
    input  logic        clk,            
    input  logic        rst,             
    input  logic        start_i,         
    input  logic [7:0]  data_i,          
    output logic        tx_o,            
    output logic        busy_o           
);
    typedef enum logic [2:0] {           
        T_IDLE  = 3'd0,                  
        T_START = 3'd1,
        T_DATA  = 3'd2,
        T_STOP  = 3'd3
    } state_t;
    state_t state;                       
    logic [15:0] clk_cnt;                
    logic [2:0]  bit_idx;                
    logic [7:0]  shreg;                  
    always_ff @(posedge clk) begin
        if (rst) begin
            state   <= T_IDLE;
            clk_cnt <= 16'd0;
            bit_idx <= 3'd0;
            shreg   <= 8'd0;
            tx_o    <= 1'b1;             
            busy_o  <= 1'b0;             
        end else begin
            unique case (state)          
                T_IDLE: begin
                    tx_o    <= 1'b1;     
                    busy_o  <= 1'b0;
                    clk_cnt <= 16'd0;
                    bit_idx <= 3'd0;
                    if (start_i) begin       
                        shreg  <= data_i;
                        busy_o <= 1'b1;
                        state  <= T_START;
                    end
                end
                T_START: begin               
                    tx_o <= 1'b0;            
                    if (clk_cnt == (CLKS_PER_BIT - 1)) begin
                        clk_cnt <= 16'd0;   
                        state   <= T_DATA;   
                    end else begin
                        clk_cnt <= clk_cnt + 16'd1;
                    end
                end
                T_DATA: begin            
                    tx_o <= shreg[bit_idx]; 
                    if (clk_cnt == (CLKS_PER_BIT - 1)) begin
                        clk_cnt <= 16'd0;
                        if (bit_idx == 3'd7) begin
                            bit_idx <= 3'd0;
                            state   <= T_STOP;
                        end else begin
                            bit_idx <= bit_idx + 3'd1;
                        end
                    end else begin
                        clk_cnt <= clk_cnt + 16'd1;
                    end
                end
                T_STOP: begin            
                    tx_o <= 1'b1;           
                    if (clk_cnt == (CLKS_PER_BIT - 1)) begin
                        clk_cnt <= 16'd0;
                        state   <= T_IDLE;
                    end else begin
                        clk_cnt <= clk_cnt + 16'd1;
                    end
                end
                default: begin           
                    state <= T_IDLE;
                end
            endcase
        end
    end
endmodule

===== run.sh =====
#!/bin/bash
# OpenROAD 26Q1-2900-gdf79404cd8, Yosys 0.63+post, stock flow scripts
make -C /OpenROAD-flow-scripts/flow DESIGN_CONFIG=/design/flow/config.mk WORK_HOME=/design/flow/orfs finish

===== constraint.sdc =====
current_design uart_tx

set clk_period 4.2
set clk_io_pct 0.2

create_clock -name clk0 -period $clk_period [get_ports {clk}]

set non_clock_inputs [all_inputs -no_clocks]
set_input_delay [expr $clk_period * $clk_io_pct] -clock clk0 $non_clock_inputs
set_output_delay [expr $clk_period * $clk_io_pct] -clock clk0 [all_outputs]

==> impl_metrics.tcl <==
# place-and-route summary
set metrics [dict create \
    status "completed" \
    hold_ws_ps 458.9 \
    power.leakage_nw 0.5916 \
    clock_latency_ps 280 \
    slew_headroom 0.4439 \
    hpwlAfterDp_mm 2.366 \
    antenna_left 0 \
    reg2reg_depth 5 \
    edf_count 0 \
    chipHeight_um 123 \
    drive_above_1_share 0.08333 \
    wl_per_cell_um 10.48 \
    synth_cell_type_count 41 \
    worstPathRequired_ps 4350 \
    end_kind "flop" \
    num_vias 1349 \
    worstMarginPinSlew_ps 826.6 \
    clkSlewWorstSetupHoldPaths_ps 70 \
    p_per_area_nw_per_um2 350.1 \
    ys_cells 181 \
    antennaDiodeCount 0 \
    htreeDepth 2 \
    rows 37 \
    path_depth 5 \
    postSynthSeqShare 0.4204 \
    slowest_stage "o211ai_1" \
    grt_max_degree 26 \
    chipWidth_um 123 \
    cts_setup_buffers 0 \
    initCoreUtil 0.1522 \
    synth-warning-count 1 \
    ir_worst_vdd_uv 136.7 \
    maxCapViolations 0 \
    setup_viol 0 \
    ys_ff 33 \
    rsz0062_at_grt "no" \
    path_max_fanout 12 \
    grt_pass1_vias 1229 \
    critPathBufInv 0 \
    postSynthCellCount 181 \
    period_used_share 0.6094 \
    drc 0 \
    ff_type "dfxtp_1" \
    avgSynthCellArea_sq_um 8.682 \
    ys_area_sq_um 1572 \
    drt_first_pass_iters 4 \
    post_cts_resized 0 \
    numCtsBuffers 5 \
    crit_family "simple AND/OR/NAND/NOR gates" \
    hold_violations 0 \
    crit_type "flop to flop" \
    antenna_found_initial 0 \
    period_minus_slack_ps 2559 \
    grt_first_pass_wirelength_mm 5.740 \
    wirelength_mm 3.438 \
    setup_ws_ps 1641 \
    critPathArrivalTime_ps 2710 \
    finalMaxSlewViolations 0 \
    track_usage 0.04412 \
    cts_buffer_depth 2 \
    vias_per_cell 4.113 \
    async_flop_share 0 \
    max_freq_mhz 390.7 \
    hold_path_class "flop to flop" \
    preCtsSetupSlack_ps 1740 \
    log.warning_count 25 \
    cts-root-buf "clkbuf_8" \
    netlist_area_sq_um 1572 \
    cts_hold_buf 0 \
    ios 13 \
    gr-total-overflow 0 \
    area_growth_pct 23.25 \
    tritoncts "yes" \
    cts_num_sinks 33 \
    io_buffers 12 \
    dieArea_sq_um 15130 \
    start_kind "flop" \
    utilization 0.1876 \
    hold_depth 2 \
    skew_ps 5.670 \
    core-area_sq_um 10320 \
    routabilityCongestion 0.8000 \
    drt_iter0_drc 68 \
    nFillCells 1109 \
    final.setup.tns_ps 0 \
    cp_cell_sequence "ha_1, nor4b_1, nand4_1, o211ai_1, nor2_1" \
    cpPeakStageDelay_ps 760 \
]
## stage by stage
step	instances	total power, mW	instance area (sq um)
after floorplan	181	0.3589	1572
after global placement	320	0.3760	1821
after detailed placement	320	0.3764	1821
after CTS	328	0.6826	1937
after global routing	328	0.7052	1937
final	328	0.6780	1937
## synth_stat cells (all sizes together), types with 2 or more instances
master | count | share of area
ha | 3 | 0.024
a31o | 2 | 0.011
xnor2 | 7 | 0.039
nand2 | 24 | 0.057
dfxtp | 33 | 0.42
nor2 | 13 | 0.031
inv | 8 | 0.019
nand4b | 2 | 0.011
and4 | 2 | 0.011
a31oi | 4 | 0.016
nand4 | 6 | 0.024
nor3 | 7 | 0.025
a21oi | 19 | 0.061
nand3 | 7 | 0.022
mux4 | 2 | 0.029
or3 | 2 | 0.0080
o21ai | 4 | 0.013
nand2b | 2 | 0.0080
or4 | 2 | 0.0096
nor4 | 5 | 0.024
clkbuf | 8 | 0.019
buf | 2 | 0.012
and3 | 2 | 0.0080
## layout by cell type (no fill, tap or decap), types with 2 or more instances in the layout
master	Yosys	layout
nor4_1	4	4
o21ai_0	4	4
nand4b_1	2	2
a31o_2	2	2
nand2b_1	2	2
ha_1	3	3
dfxtp_1	33	33
clkbuf_8	0	6
or4_1	2	2
nor2_1	13	13
nand4_1	6	6
nor3_1	6	6
a21oi_1	19	19
nand2_1	24	24
a31oi_1	4	4
nand3_1	7	7
and3_1	2	2
clkdlybuf4s50_1	0	12
mux4_2	2	2
and4_1	2	2
inv_1	8	8
xnor2_1	7	7
or3_1	2	2
## worst min-delay path: stages, from the launching register on
cell and delay, ps:
dfxtp_1 310, nand2_1 50, a21oi_1 50
## final timing paths
kind	start	end	slack, ps
setup / recovery	clk_cnt[0]$_SDFFE_PP0P_	clk_cnt[9]$_SDFFE_PP0P_	1640
hold / removal	shreg[7]$_SDFFE_PP0P_	shreg[7]$_SDFFE_PP0P_	460
setup reg to reg	clk_cnt[0]$_SDFFE_PP0P_	clk_cnt[9]$_SDFFE_PP0P_	1640
hold reg to reg	shreg[7]$_SDFFE_PP0P_	shreg[7]$_SDFFE_PP0P_	460
## flip-flops by register name (all words and copies together), names as in the netlist
| signal | cells |
|---|---|
| tx_o | 1 |
| busy_o | 1 |
| shreg | 8 |
| state | 4 |
| bit_idx | 3 |
| clk_cnt | 16 |
## where the power goes
group	internal (mW)	switching (mW)
combinational	0.0201	0.0220
clock	0.193	0.115
sequential	0.320	0.00688
## layer usage
metal / part of all wire / track usage / up-vias
met5: 0 / 0 / -
li1: - / - / 685
met3: 0.036 / 0.008788 / 7
met4: 0.024 / 0.008734 / 0
met2: 0.46 / 0.07262 / 22
met1: 0.48 / 0.05940 / 635
## kinds of logic after synthesis
family / count (synthesis) / synth area share
simple gates: 76 / 0.2492
flops: 33 / 0.4204
mux: 3 / 0.03503
fa+ha+maj: 3 / 0.02389
compound gates: 41 / 0.1823
xor+xnor: 7 / 0.03901
buf+inv: 18 / 0.05016
## layout make-up
type	instances	area (sq um)	area share
clock buffer	7	86.33	0.04457
clock inverter	1	30.03	0.01550
inverter	8	30.03	0.01550
multi-input combinational	130	832.0	0.4296
sequential	33	660.6	0.3411
tap	136	170.2	0.08786
timing repair buffer	13	127.6	0.06589
Power and IR drop assume default switching activity.
