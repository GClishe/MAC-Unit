`flow/run.sh`:
```
#!/bin/bash
# OpenROAD 26Q1-2900-gdf79404cd8, Yosys 0.63+post, stock flow scripts
make -C /OpenROAD-flow-scripts/flow DESIGN_CONFIG=/design/flow/config.mk WORK_HOME=/design/flow/orfs finish
```
`flow/config.mk`:
```
export PLATFORM = sky130hd
export DESIGN_NAME = mac
export DESIGN_NICKNAME = mac
export VERILOG_FILES = /design/flow/design.v
export SDC_FILE = /design/flow/constraint.sdc
export NUM_CORES = 4
export LEC_CHECK = 1
export CORE_UTILIZATION = 50
```
`flow/constraint.sdc`:
```
current_design mac

set clk_period 18.7
set clk_io_pct 0.2

create_clock -name clk0 -period $clk_period [get_ports {clk}]

set non_clock_inputs [all_inputs -no_clocks]
set_input_delay [expr $clk_period * $clk_io_pct] -clock clk0 $non_clock_inputs
set_output_delay [expr $clk_period * $clk_io_pct] -clock clk0 [all_outputs]
```
`flow/design.v`:
```
module mac # (
    parameter  int DATA_W = 16,                             
    parameter  int K = 4,                                   
    localparam int ACC_W = 2*DATA_W + $clog2(K) + 1     
)(
    input  logic clk,
    input  logic rst,                                
    input  logic signed [DATA_W-1:0] a_in,           
    input  logic signed [DATA_W-1:0] b_in,           
    input  logic acc_clear,                          
    output logic acc_out_valid,                      
    output logic signed [ACC_W-1:0]  acc_out         
); 
localparam int KCNT_W  = (K <= 1) ? 1 : $clog2(K+1);         
logic signed [ACC_W-1: 0] mult_reg;   
logic [KCNT_W:0] k_sum;                   
always_ff @(posedge clk) begin
    if (rst) begin
        mult_reg <= '0;  
        acc_out  <= '0;  
        acc_out_valid <= 0;
        k_sum <= '0;
    end
    else if (acc_clear) begin
        acc_out <= mult_reg;         
        mult_reg <= a_in * b_in;
        k_sum <= {{(KCNT_W-1){1'b0}}, 1'b1};         
        acc_out_valid <= (K == 1);
    end
    else begin
        mult_reg <= a_in * b_in;     
        if (!acc_out_valid) begin
            acc_out <= mult_reg + acc_out;
            k_sum <= k_sum + {{(KCNT_W-1){1'b0}}, 1'b1};  
            if (k_sum + {{(KCNT_W-1){1'b0}}, 1'b1} == K[KCNT_W-1:0]) begin
                acc_out_valid <= 1;
            end
            else begin
                acc_out_valid <= 0;
            end
        end
        else begin
            acc_out_valid <= 1;
        end
    end
end
endmodule
```
==> results.yml <==
# implementation run metrics
status:
  status: "finished clean"
timing:
  drv_slew: 0
  timing.hold.ws_ps: 486
  worst_slew_pin_slew_ps: 768
  fin_skew_ps: 5.62
  min_period_ps: 9970
  fin_tns_setup_ps: 0
  setup_viol: 0
  fin_ws_ps: 8730
  period_used_share: 0.533
  rsz0062_at_grt: "false"
  timing.fmax_ghz: 0.100
  slew_headroom: 0.487
  hold_violations: 0
layout:
  lay_top_count: "inv_1"
  layoutNonFillerInstCount: 1985
  syn2layout_area_growth_pct: 9.45
  nFillCells: 2495
  final_cell_mix: "inv_1 (299), fa_1 (263), nand2_1 (162)"
  largest_register_ffs: 35
  final_util: 0.556
  layout-drive-gt1-share: 0.0317
clocking:
  cts_setup_buffers: 0
  htreeDepth: 3
  cts_tree: "done"
  path_clk_slew_ps: 60
  hold_buffers: 0
  clkLatencyLatePin_ps: 330
  cts_root_buffer: "clkbuf_16"
  postCtsResizedCells: 0
  numCtsBuffers: 9
  clkSinkCount: 72
  cts_buffer_depth: 2
placement:
  pre_cts_ws_ps: 8350
  gp_congestion: 0.877
  portBuffers: 70
  place_inst: 1969
  hpwl_um: 25400
synthesis:
  ys_ff: 72
  synth.top_cell.area_share: 0.374
  netlist_instances: 1569
  topCellsByArea: "fa_1 (37%), ha_1 (10%), dfxtp_1 (10%)"
  synth_area_um2: 14100
  synth-edff-count: 0
  ys_chip_area_um2: 14100
  ff_type: "dfxtp_1"
  ys_seq_share: 0.102
  ys_cells: 1569
  top_area_cell: "fa_1"
  synth_cell_types: 71
  synthArstFlopShare: 0
  avgSynthCellArea_um2: 8.96
  yosys_warnings: 1
worst_setup_path:
  crit_slowest_cell: "clkdlybuf4s50_1"
  critPathMaxFanout: 16
  critPathArrivalTime_ps: 10230
  reg2reg_to: "acc_out[22]$_SDFFE_PP0P_"
  r2r_cells: 12
  r2r_start: "mult_reg[0]$_SDFF_PP0_"
  critPathTopFamily: "adder cells"
  crit_type: "input port to flop"
  cp-start-kind: "input port"
  cp.required_ps: 18960
  slowest_delay_ps: 930
  end_kind: "flop"
  worst-path-buf-inv: 4
  crit_chain: "clkdlybuf4s50_1 > nand2_1 > inv_1 > fa_1 > fa_1 > fa_1 > fa_1 > fa_1 > inv_1 > fa_1 > inv_1 > ha_1 > a21oi_1 > nor2b_1 > o21ai_0 > nand2b_1 > a21oi_1 > a311oi_1 > or3_1 > a21oi_1"
  crit_top_cell: "fa_1"
  r2r_setup_slack_ps: 15500
job:
  tool_warnings: 25
  maxCapViolations: 0
hold_path:
  hp-start: "mult_reg[8]$_SDFF_PP0_"
  hold_class: "flop to flop"
  whs_path_depth: 1
  worstHoldEndpoint: "acc_out[8]$_SDFFE_PP0P_"
global_route:
  antenna_found_initial: 0
  grt_overflow_total: 0
  grt_start_max_net_pins: 69
  grt_pass1_wl_um: 52400
  grt_usage: 0.244
  grt_pass1_vias: 10299
routing:
  wl_per_cell_um: 15.7
  drt_iter0_drc: 473
  n_antenna_cell: 0
  wl_um: 31100
  final_antenna_net_count: 0
  vias_per_cell: 5.16
  drc: 0
  vias: 10246
  first_pass_iters: 5
die:
  die_h_um: 170
  fp_util: 0.508
  io_pins: 71
  core_area_um2: 27700
  die_x_um: 170
  row_count: 61
  chip_area_um2: 28800
cells in the mapped netlist, drive strengths merged, types with 18 or more instances:
cell / number
inv: 299
ha: 117
nor2: 77
nor3: 18
a21oi: 66
nand2: 162
clkbuf: 47
o21ai: 47
a21o: 23
fa: 263
and2: 129
dfxtp: 72
xor2: 24
xnor2: 33
final cells by class:
cell class / instances / area, µm² / share of cell area
Multi-Input combinational cell: 1143 / 11300 / 0.732
Clock buffer: 11 / 243 / 0.0158
Clock inverter: 5 / 104 / 0.00675
Timing Repair Buffer: 76 / 741 / 0.0481
Sequential cell: 72 / 1440 / 0.0937
Inverter: 300 / 1130 / 0.0732
Tap cell: 378 / 473 / 0.0307
kinds of logic after synthesis:
kind of cell / after synthesis / share of synthesized area
buffers and inverters: 354 / 0.0966
AOI/OAI and AO/OA: 233 / 0.117
and+or+nand+nor: 463 / 0.163
xor gates and xnor gates: 57 / 0.0355
DFF: 72 / 0.102
muxes: 10 / 0.00730
adders and majority gates: 380 / 0.478
layer usage:
layer / track usage / up-vias / wire length, µm
met1: 0.403 / 4976 / 15200
met5: 0 / - / 0
li1: - / 5005 / -
met4: 0.0165 / 0 / 224
met2: 0.356 / 249 / 13700
met3: 0.0658 / 16 / 2020
worst max-delay path by stage:
stage	depth (start not counted)	to	startpoint	slack, ps
6_report	20	mult_reg[33]$_SDFF_PP0_	b_in[1]	8730
5_1_grt	20	mult_reg[33]$_SDFF_PP0_	b_in[1]	8280
4_1_cts	20	mult_reg[33]$_SDFF_PP0_	b_in[1]	8690
per-stage QoR:
step | cell area (µm²)
6_report | 15400
3_5_place_dp | 15000
2_1_floorplan | 14100
4_1_cts | 15400
3_3_place_gp | 15000
5_1_grt | 15400
